==> design/flow/design.v <==
`timescale 1ns / 1ps
module FA(input A, 
input B,
input Cin,
output Cout,
output S
);
assign S  = (A ^ B) ^ Cin;
assign Cout = (A & B) | (B & Cin) | (Cin & A);
endmodule
`timescale 1ns / 1ps
module MAC(
input [7:0]A,   
input [7:0]B,   
input clk,      
input set_b,    
input reset,    
output [15:0]O,   
output busy,     
output overflow   
);
reg MSB1, MSB2, MSB_past;    
reg [15:0] Acc;  
wire [15:0] temp;  
wire [15:0] tempprod;  
reg tempov;  
MUL_8b Multiplier(tempprod,busy,A,B,clk,set_b);  
RCA_16b Adder(tempprod,Acc,temp);
always @(posedge clk)
    begin
    if(set_b==1)             
        begin
        MSB1<=A[7];
        MSB2<=B[7];
        end
    if(reset==1)
        begin
        Acc=16'b0000000000000000;
        tempov=1'b0;
        end
    end
always @(negedge clk)
    begin
    if(busy==0)    
        begin
        MSB_past<=Acc[15];   
        Acc<=temp;
        end
    if ((~MSB_past&&Acc[15]&&~MSB1&&~MSB2||~MSB_past&&Acc[15]&&MSB1&&MSB2) || (MSB_past&&~Acc[15]&&MSB1&&~MSB2||MSB_past&&~Acc[15]&&~MSB1&&MSB2) )  
        begin                                                                                                                                       
        tempov<=1'b1;   
        end
end
assign O=Acc;   
assign overflow=tempov;  
endmodule
`timescale 1ns / 1ps
module MUL_8b(
output [15:0] prod, 
output busy, 
input [7:0] m1, 
input [7:0] m2, 
input clk, 
input start);
reg [7:0] A, Q, M;
reg Q_1;
reg [3:0] count;
wire [7:0] sum, difference;
always @(posedge clk)
    begin
    if (start) 
        begin
        A <= 8'b0;
        M <= m1;   
        Q <= m2;
        Q_1 <= 1'b0;
        count <= 4'b0;
        end
    else 
        begin
        case ({Q[0], Q_1})
            2'b0_1 : {A, Q, Q_1} <= {sum[7], sum, Q};
            2'b1_0 : {A, Q, Q_1} <= {difference[7], difference, Q}; 
            default: {A, Q, Q_1} <= {A[7], A, Q};
        endcase
        count <= count + 1'b1;  
        end
    end
alu adder (sum, A, M, 1'b0);
alu subtracter (difference, A, ~M, 1'b1);
assign prod = {A, Q};
assign busy = (count < 8);  
endmodule
module alu(out, a, b, cin);
output [7:0] out;
input [7:0] a;
input [7:0] b;
input cin;
assign out = a + b + cin;
endmodule
`timescale 1ns / 1ps
module RCA_16b(
input [15:0] A,
input [15:0] B,
output [15:0] S
    );
wire [15:0] C;
FA F0(A[0], B[0],1'b0,C[0],S[0]);
FA F1(A[1], B[1],C[0],C[1],S[1]);
FA F2(A[2], B[2],C[1],C[2],S[2]);
FA F3(A[3], B[3],C[2],C[3],S[3]);
FA F4(A[4], B[4],C[3],C[4],S[4]);
FA F5(A[5], B[5],C[4],C[5],S[5]);
FA F6(A[6], B[6],C[5],C[6],S[6]);
FA F7(A[7], B[7],C[6],C[7],S[7]);
FA F8(A[8], B[8],C[7],C[8],S[8]);
FA F9(A[9], B[9],C[8],C[9],S[9]);
FA F10(A[10], B[10],C[9],C[10],S[10]);
FA F11(A[11], B[11],C[10],C[11],S[11]);
FA F12(A[12], B[12],C[11],C[12],S[12]);
FA F13(A[13], B[13],C[12],C[13],S[13]);
FA F14(A[14], B[14],C[13],C[14],S[14]);
FA F15(A[15], B[15],C[14],C[15],S[15]);
endmodule
==> design/flow/run.sh <==
#!/bin/bash
# OpenROAD 26Q1-2900-gdf79404cd8, Yosys 0.63+post, stock flow scripts
make -C /OpenROAD-flow-scripts/flow DESIGN_CONFIG=/design/flow/config.mk WORK_HOME=/design/flow/orfs finish
==> design/flow/config.mk <==
export PLATFORM = sky130hd
export DESIGN_NAME = MAC
export DESIGN_NICKNAME = MAC
export VERILOG_FILES = /design/flow/design.v
export SDC_FILE = /design/flow/constraint.sdc
export NUM_CORES = 4
export LEC_CHECK = 1
export CORE_AREA = 10 10 70 70
export DIE_AREA = 0 0 80 80
==> design/flow/constraint.sdc <==
current_design MAC

set clk_period 1.0
set clk_io_pct 0.2

create_clock -name clk0 -period $clk_period [get_ports {clk}]

set non_clock_inputs [all_inputs -no_clocks]
set_input_delay [expr $clk_period * $clk_io_pct] -clock clk0 $non_clock_inputs
set_output_delay [expr $clk_period * $clk_io_pct] -clock clk0 [all_outputs]
==> impl_metrics.toml <==
# generated from flow reports
[outcome]
status = "complete, no violations"

[cts]
clk_pin_slew_ps = 30
root_buffer = "clkbuf_4"
cts_max_path_buffers = 2
cts_buffers = 3
clock-sinks = 4
h-tree-depth = 1
cts_tree = "yes"
post_cts_buffers = 0
holdBufCountCts = 0
clk_latency_ps = 240
cts_resized = 3

[yosys]
synth_stat.cells = 33
edf_count = 0
synthFlopType = "dfxtp_1"
syn_inst = 33
netlist_area_um2 = 289
top_cell_area_share = 0.442
syn_avg_cell_area_um2 = 8.76
ys.warnings.count = 35
topCellsByArea = "buf_4 44%, dfxtp_1 28%, mux2_4 5.2%, ha_1 4.3%, nor2b_1 4.3%"
synthTopCellsByCount = "17 x buf_4, 4 x dfxtp_1, 3 x nor2_1"
ys_seq_frac = 0.277
synthArstFlopShare = 0
ys_types = 10
top_cell = "buf_4"
yosysChipArea_um2 = 289
yosysTopAreaCell = "buf_4"
synth-seq-cells = 4

[finish]
largest_register_ffs = 4
final_area_um2 = 334
top_regs = "Multiplier.count (4)"
drive_above_1_share = 0.211
post-route-util = 0.0978
largest_register = "Multiplier.count"
area_growth_pct = 15.6

[grt]
grt_pass1_vias = 177
grt_overflow_total = 0
grt_pass1_wl_um = 669
antenna_found_initial = 0
track_usage = 0.0125
grt_start_max_net_pins = 4

[final_timing]
fin_crit_ps = 933
rsz0062_at_grt = "no"
hold_viol_final = 0
maxSlewViolCount = 0
setup_viol = 0
fmax_ghz = 1.07
layout_worst_path_cycle_share = 0.933
final.setup_skew_ps = 5.66

[die]
die_h_um = 80
die_x_um = 80
num_rows = 21
io-pin-count = 37
initial_utilization = 0.0846
chip_area_mm2 = 0.00640
coreArea_mm2 = 0.00342

[job]
maxCapViolCount = 0
warnings = 42

[route]
wire_per_inst_um = 5.39
antenna_cells = 0
first_iter_violations = 4
drc = 0
vias = 159
postRouteAntennaNets = 0
viasPerCell = 1.89
totalWireLength_um = 453
drtPass1Iterations = 2

[worst_setup_path]
start_kind = "register"
critPathArrivalTime_ps = 730
cp-end-kind = "primary output"
crit_path_max_fanout = 2
required_ps = 800
crit_type = "reg -> out"

[placement]
hpwlAfterDp_um = 376
placed_area_um2 = 310
portBuffers = 2
place_congestion = 0.605

[pwr]
leakagePower_nw = 0.151
p_per_area_mw_per_mm2 = 1220
peakVddDrop_v = 0.000138

[worst_hold_path]
min_path_type = "reg -> reg"
[logic make-up after synthesis]
family,after synthesis,synth area share
simple gates,6,0.117
mux,1,0.0519
fa+ha+maj,1,0.0433
xor+xnor,1,0.0303
other cells,2,0.0260
buf+inv,18,0.455
flops,4,0.277
[metal layers]
metal / up-vias / share of wire / GRT usage
met1: 66 / 0.45 / 0.0173
met4: 0 / 0.022 / 0.00704
met5: - / 0 / 0
met3: 2 / 0.15 / 0.00795
met2: 15 / 0.38 / 0.0136
li1: 76 / - / -
[critical path, cell delays in order, from the launching register on]
cell and delay (ps):
dfxtp_2 310, inv_1 40, clkdlybuf4s15_1 160
[cells in the final DEF (no fill, tap or decap)]
cell / n
dfxtp_2: 1
buf_4: 2
nand3_2: 1
mux2_4: 1
clkbuf_4: 3
conb_1: 17
nor2_1: 3
nor2b_1: 2
xnor2_1: 1
clkdlybuf4s15_1: 1
dfxtp_1: 3
clkdlybuf4s50_1: 1
ha_1: 1
inv_1: 1
[final timing paths]
path / end / slack, ps / from / depth (start not counted)
worst max-delay path: busy / 70 / Multiplier.count[3]$_SDFF_PP0_ / 2
worst min-delay path: Multiplier.count[0]$_SDFF_PP0_ / 440 / Multiplier.count[0]$_SDFF_PP0_ / 1
worst max register to register: Multiplier.count[3]$_SDFF_PP0_ / 90 / Multiplier.count[3]$_SDFF_PP0_ / 3
worst min register to register: Multiplier.count[0]$_SDFF_PP0_ / 440 / Multiplier.count[0]$_SDFF_PP0_ / 1
[through the flow]
stage          setup slack, ps  std cells  total power [mW]  hold WS [ps]  TNS, ps
2_1_floorplan              173         48             0.241           272        0
3_3_place_gp              -135         81             0.213           429     -135
3_5_place_dp              -137         81             0.213           441     -137
4_1_cts                   49.8         84             0.422           448        0
5_1_grt                  0.785         84             0.440           486        0
6_report                  67.3         84             0.407           443        0
[final cells by class]
cell class / count / area (um^2)
fill: 409 / 3080
multi-input combinational: 26 / 134
sequential: 4 / 81.3
tap: 46 / 57.6
timing repair buffer: 4 / 35.0
clock buffer: 3 / 22.5
inverter: 1 / 3.75
[report_power, final]
part           switching (mW)  internal (mW)  leakage [nW]
clock                  0.0644          0.134        0.0138
combinational          0.0129         0.0169         0.104
sequential            0.00774          0.171        0.0334
total                  0.0850          0.322         0.151
Power and IR drop assume default switching activity.
